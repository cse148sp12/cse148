## ./config.mk

```make
export PLATFORM = sky130hd
export DESIGN_NAME = flashreader
export DESIGN_NICKNAME = flashreader
export VERILOG_FILES = /design/flow/design.v
export SDC_FILE = /design/flow/constraint.sdc
export NUM_CORES = 4
export LEC_CHECK = 1
export CORE_UTILIZATION = 50
```

## ./constraint.sdc

```tcl
current_design flashreader

set clk_period 4.4
set clk_io_pct 0.2

create_clock -name clk0 -period $clk_period [get_ports {i_Clk}]

set non_clock_inputs [all_inputs -no_clocks]
set_input_delay [expr $clk_period * $clk_io_pct] -clock clk0 $non_clock_inputs
set_output_delay [expr $clk_period * $clk_io_pct] -clock clk0 [all_outputs]
```

## ./design.v

```verilog
module flashreader
#(
	parameter WORDS_TO_LOAD = 32'h100000,			 
	parameter CLOCK_PERIOD_PS = 10_000,		 
	parameter DRAM_ADDR_WIDTH = 22,				 
	parameter DRAM_BASE_ADDR = {DRAM_ADDR_WIDTH{1'b0}},			 
	parameter DRAM_DATA_WIDTH = 32,			 
	parameter DRAM_DATA_BURST_COUNT = 4,		 
	parameter FLASH_BASE_ADDR = 22'd0,				 
	parameter FLASH_ADDR_WIDTH = 22,				 
	parameter FLASH_DATA_WIDTH = 8,				 
	parameter FLASH_READ_WAIT_TIME_PS = 90000		 
)
(
	input i_Clk,			 
	input i_Reset_n,			 
	output reg o_Done,			 
	output reg [(DRAM_ADDR_WIDTH-1):0] o_SDRAM_Addr,		 
	output reg o_SDRAM_Req_Valid,				 
	output o_SDRAM_Read_Write_n,					 
	output reg [(DRAM_DATA_WIDTH-1):0] o_SDRAM_Data,	 
	input i_SDRAM_Data_Read,						 
	input i_SDRAM_Last,									 
	output reg [(FLASH_ADDR_WIDTH-1):0] o_FL_Addr,	 
	input [(FLASH_DATA_WIDTH-1):0] i_FL_Data,			 
	output o_FL_Chip_En_n,						 
	output o_FL_Output_En_n,							 
	output o_FL_Write_En_n,							 
	output o_FL_Reset_n								 
);
localparam FLASH_READ_WAIT_CYCLES = ((FLASH_READ_WAIT_TIME_PS/CLOCK_PERIOD_PS) + 4'd1);		 
localparam FLASH_READS_PER_LINE = ((DRAM_DATA_WIDTH)/(FLASH_DATA_WIDTH))*DRAM_DATA_BURST_COUNT;		 
assign o_SDRAM_Read_Write_n = 0;		 
assign o_FL_Chip_En_n = 0;							 
assign o_FL_Output_En_n = 0;					 
assign o_FL_Write_En_n = 1;							 
assign o_FL_Reset_n = 1;						 
reg [(FLASH_DATA_WIDTH-1):0] dmem_write_buf[(DRAM_DATA_WIDTH/FLASH_DATA_WIDTH)*DRAM_DATA_BURST_COUNT-1:0];
reg [(FLASH_DATA_WIDTH-1):0] FL_Data_Reg;
reg [3:0] FlashReadCount;
reg [3:0] FlashWaitCount;
reg [1:0] DRAMWriteCount;
reg [1:0] State;
localparam FS_LOAD_LINE = 2'd0;
localparam FS_DMEM_REQ = 2'd1;
localparam FS_DMEM_WRITE = 2'd2;
localparam FS_DONE = 2'd3;
always @(posedge i_Clk or negedge i_Reset_n)
begin
	if( ~i_Reset_n )
	begin
		FL_Data_Reg <= 0;
		State <= FS_LOAD_LINE;
		FlashReadCount <= 0;
		FlashWaitCount <= FLASH_READ_WAIT_CYCLES;
		DRAMWriteCount <= 0;
		o_SDRAM_Addr <= DRAM_BASE_ADDR;
		o_Done <= 0;
		o_FL_Addr <= FLASH_BASE_ADDR;
		o_SDRAM_Req_Valid <= 1'b0;
	end
	else
	begin
		FL_Data_Reg <= i_FL_Data;
		case(State)
			FS_LOAD_LINE:
			begin
				if (FlashWaitCount == 0)
				begin
					o_FL_Addr <= o_FL_Addr+22'd1;
					dmem_write_buf[FlashReadCount] <= FL_Data_Reg;
					FlashReadCount <= FlashReadCount+4'd1;
					FlashWaitCount <= FLASH_READ_WAIT_CYCLES;
					if (FlashReadCount == (FLASH_READS_PER_LINE-1))
					begin
						State <= FS_DMEM_REQ;
					end
				end
				else
					FlashWaitCount <= FlashWaitCount-4'd1;
			end
			FS_DMEM_REQ:
			begin
				DRAMWriteCount <= DRAMWriteCount+2'd1;
				o_SDRAM_Data <= {dmem_write_buf[DRAMWriteCount*4],dmem_write_buf[DRAMWriteCount*4+1],dmem_write_buf[DRAMWriteCount*4+2],dmem_write_buf[DRAMWriteCount*4+3]};				
				o_SDRAM_Req_Valid <= 1'b1;
				State <= FS_DMEM_WRITE;
			end
			FS_DMEM_WRITE:
			begin
				if (i_SDRAM_Data_Read & !i_SDRAM_Last)
				begin
					DRAMWriteCount <= DRAMWriteCount+2'd1;
					o_SDRAM_Addr <= o_SDRAM_Addr + 22'd2;
					o_SDRAM_Data <= {dmem_write_buf[DRAMWriteCount*4],dmem_write_buf[DRAMWriteCount*4+1],dmem_write_buf[DRAMWriteCount*4+2],dmem_write_buf[DRAMWriteCount*4+3]};
				end
				else if (i_SDRAM_Last)
				begin				
					o_SDRAM_Req_Valid <= 1'b0;
					o_SDRAM_Addr <= o_SDRAM_Addr + 22'd2;
					if (o_FL_Addr[21:0] == {WORDS_TO_LOAD[19:0],2'b0})
						State <= FS_DONE;
					else
						State <= FS_LOAD_LINE;
				end
			end
			FS_DONE:
			begin
				o_Done <= 1'b1;
			end
		endcase
	end
end
endmodule
```

## ./run.sh

```bash
#!/bin/bash
# OpenROAD 26Q1-2900-gdf79404cd8, Yosys 0.63+post, stock flow scripts
make -C /OpenROAD-flow-scripts/flow DESIGN_CONFIG=/design/flow/config.mk WORK_HOME=/design/flow/orfs finish
```

==> results.txt <==
P_int: 3.41 mW
Final Critical Period: 2530 ps
count of cell types in the netlist: 46
Final Skew: 8.82 ps
startpoint type of the worst setup path: register
first-pass GRT wire length: 27,300 um
Worst-path clk slew: 60 ps
max cap viols: 0
number of global-route vias before repair: 5,145
Slew Limit Fails: 0
initial antenna violation count: 0
final std cells w/o fill: 911
Top cell excl fill/tap: edfxtp_1
DRT iter0 DRCs: 309
largest net degree at the start of global routing: 54
Routed WL per cell: 19.1 um
Mapped Area: 0.00872 sq mm
Area Overhead vs Synth: 21.5%
ys cells: 572
layout cell share with drive strength beyond 1: 8.83%
FFs w/ async S/R, synth: 29.5%
most common logic cells in the final layout: edfxtp_1, clkdlybuf4s50_1, dfrtp_1, a22oi_1, nand2_1
Hold Path Class: input port to async pin
RSZ-0062 raised after global routing: no
dominant register cell: edfxtp_1
via density per instance: 5.55
Die X: 134 um
Syn Inst Count: 572
Sw Pwr: 0.800 mW
height of the die: 134 um
CORE AREA: 0.0168 sq mm
RD Place Congestion: 0.810
CTS tree: done
Post-Syn Area per Cell: 15.2 sq um
placed cell count: 868
top cells, area: edfxtp_1, dfrtp_1, a22oi_1
fillcell total: 1,220
slew at the pin closest to its max-slew limit: 819 ps
Post-Route Utilization: 63.0%
total negative setup slack: 0 ps
switching part of the total: 19.0%
boundary pin count: 95
combinational power share: 0.6%
Core Rows: 47
Seq/Total Area, Yosys: 74.4%
Pleak: 3.99 nW
drt pass-1 iters: 5
Worst Path Required: 4530 ps
crit path DAT: 2650 ps
DRC: 0
Max-area cell share: 55.1%
CTS root buffer: clkbuf_16
CTS hold repair buffers: 0
tool warnings: 33
fin crit share: 57.4%
pwr/cell area: 398 mW/mm^2
# diodes: 0
Clock Latency Late Sink: 500 ps
htree depth: 1
chip area in the Yosys report: 0.00872 sq mm
remaining antenna violation count: 0
sequential power share: 54.9%
final count of hold timing violations: 0
Setup-failing EPs final: 0
Critical Path End Type: register
Clock power frac: 44.5%
Fmax: 0.396 GHz
GRT Overall Usage: 22.0%
# port buffers: 88
Yosys Warn Count: 2
CP max FO: 15
Max Root-Sink Buffers: 3
Post-Route WL: 17,400 um
CTS Sinks: 227
#FFs+latches synth: 227
Via Count: 5,057
Worst slew margin: 45.2%
Die Area: 0.0180 sq mm
HPWL after DPL: 10,700 um
GRT overflow: 0
outcome: finished clean
Initial Util: 51.8%
TritonCTS buffer count: 24
Synth area leader: edfxtp_1
setup repair bufs after CTS: 0
Setup CP Type: register to register
Post-synth EDFFs: 160
CTS resizes: 0
Worst VDD drop: 0.241 mV
==> path summary, 6_finish.rpt <==
path,startpoint,endpoint,slack [ps],cells past startpoint
min reg2reg,State[3]$_DFF_PN0_,State[3]$_DFF_PN0_,470,1
max in group asynchronous,i_Reset_n,FL_Data_Reg[5]$_DFF_PN0_,3220,2
min in group clk0,State[3]$_DFF_PN0_,State[3]$_DFF_PN0_,470,1
max,FlashWaitCount[0]$_DFFE_PN0P_,dmem_write_buf[6][5]$_DFFE_PP_,1870,7
max reg2reg,FlashWaitCount[0]$_DFFE_PN0P_,dmem_write_buf[6][5]$_DFFE_PP_,1870,7
min,i_Reset_n,o_FL_Addr[2]$_DFFE_PN0P_,230,1
==> worst max-delay path, stage by stage, from the launching register on <==
cell and delay [ps]:
dfrtp_1 370, inv_1 100, ha_1 210, nor4bb_2 210, buf_4 250, and2_1 220, nand2_1 140, nor2_1 650
==> sequential cells by signal, summed over array words and instances, names as in the netlist <==
register,count
DRAMWriteCount,2
FL_Data_Reg,8
FlashReadCount,4
FlashWaitCount,4
State,4
dmem_write_buf,128
o_Done,1
o_FL_Addr,22
o_SDRAM_Addr,21
o_SDRAM_Data,32
o_SDRAM_Req_Valid,1
==> synth_stat cells (all sizes together) (2+ instances only) <==
library cell	n
ha	13
nor4	9
mux2	4
dfstp	3
a222oi	8
nand4	12
and2	3
nor3b	2
and4	5
and3	3
mux2i	9
nor2	28
nand2b	2
xor2	17
nand3	34
inv	25
nor2b	2
clkbuf	18
a22oi	48
nand2	36
o21ai	3
conb	2
edfxtp	160
dfrtp	64
nor3	11
xnor2	27
buf	9
==> through the flow <==
stage               setup WS (ps)  power, mW  hold slack (ps)  instance area (sq um)
floorplan                    1410       2.35              410                   8730
global placement             1580       2.38              460                   9850
detailed placement           1560       2.38              452                   9850
CTS                          1860       4.27              220                  10600
global route                 1660       4.36              225                  10600
finish                       1870       4.21              229                  10600
==> cell families (layout without fill, tap and decap cells) <==
| logic type | after synthesis | in the layout | synth area share, % |
|---|---|---|---|
| xor+xnor | 44 | 44 | 4.42 |
| fa+ha+maj | 13 | 13 | 1.87 |
| mux | 13 | 13 | 1.55 |
| buf+inv | 52 | 167 | 2.54 |
| other cells | 2 | 6 | 0.0862 |
| simple gates | 153 | 153 | 9.06 |
| compound gates | 68 | 68 | 6.09 |
| flops | 227 | 227 | 74.4 |
==> power by group through the flow <==
stage | logic (mW) | clock network (mW) | registers (mW)
finish | 0.0258 | 1.87 | 2.31
global route | 0.0298 | 2.01 | 2.31
CTS | 0.0270 | 1.93 | 2.31
==> area by class of cell <==
type | instances | area, sq um | share of cell area [%]
Clock buffer | 31 | 658 | 6.21
Clock inverter | 12 | 86.3 | 0.815
Inverter | 25 | 93.8 | 0.886
Multi-Input combinational cell | 297 | 2030 | 19.2
Sequential cell | 227 | 6480 | 61.2
Tap cell | 220 | 275 | 2.60
Timing Repair Buffer | 99 | 961 | 9.07
==> layer usage <==
metal	vias to the layer above	track usage (%)	routed length, um
met1	2448	36.0	7160
li1	2342	-	-
met5	-	0	0
met3	18	10.4	1880
met4	0	2.75	209
met2	249	31.1	8150
Power is estimated from default activity; no workload was simulated.
