**flow/config.mk**
```make
export PLATFORM = sky130hd
export DESIGN_NAME = sdram_controller
export DESIGN_NICKNAME = sdram_controller
export VERILOG_FILES = /design/flow/design.v
export SDC_FILE = /design/flow/constraint.sdc
export NUM_CORES = 4
export LEC_CHECK = 1
export CORE_UTILIZATION = 50
```
**flow/constraint.sdc**
```tcl
current_design sdram_controller

set clk_period 5.3
set clk_io_pct 0.2

create_clock -name clk0 -period $clk_period [get_ports {i_Clk}]

set non_clock_inputs [all_inputs -no_clocks]
set_input_delay [expr $clk_period * $clk_io_pct] -clock clk0 $non_clock_inputs
set_output_delay [expr $clk_period * $clk_io_pct] -clock clk0 [all_outputs]
```
**flow/design.v**
```verilog
module sdram_controller
#(
	parameter ROW_ADDR_WIDTH = 12,
	parameter BANK_ADDR_WIDTH = 2,
	parameter COL_ADDR_WIDTH = 8,
	parameter DATA_WIDTH = 16
)
(
	input i_Clk,
	input i_Reset,
	input [ROW_ADDR_WIDTH+BANK_ADDR_WIDTH+COL_ADDR_WIDTH-1:0] i_Addr,
	input i_Req_Valid,
	input i_Read_Write_n,
	input [31:0] i_Data,
	output reg o_Data_Read,
	output reg [31:0] o_Data,
	output reg o_Data_Valid,
	output reg o_Last,
	inout     [DATA_WIDTH - 1 : 0] b_Dq,
    output reg [ROW_ADDR_WIDTH - 1 : 0] o_Addr,
    output reg [BANK_ADDR_WIDTH-1 : 0] o_Ba,
    output                             o_Clk,
    output reg                         o_Cke,
    output reg                         o_Cs_n,
    output reg                         o_Ras_n,
    output reg                         o_Cas_n,
    output reg                         o_We_n,
    output reg  [DATA_WIDTH/8 - 1 : 0] o_Dqm
);
assign o_Clk = i_Clk;
reg [DATA_WIDTH -1 : 0] DQ;
reg DQ_Drive;
reg [COL_ADDR_WIDTH-1:0] ColAddr;
reg [BANK_ADDR_WIDTH-1:0] BankAddr;
assign b_Dq = DQ_Drive ? DQ : {DATA_WIDTH{1'bz}};
task active;
    input  [1 : 0] bank;
    input [11 : 0] row;
    begin
        o_Cke   <= 1;
        o_Cs_n  <= 0;
        o_Ras_n <= 0;
        o_Cas_n <= 1;
        o_We_n  <= 1;
        o_Ba    <= bank;
        o_Addr  <= row;
        DQ    <= {DATA_WIDTH{1'bx}};
        DQ_Drive <= 0;
    end
endtask
task auto_refresh;
    begin
        o_Cke   <= 1;
        o_Cs_n  <= 0;
        o_Ras_n <= 0;
        o_Cas_n <= 0;
        o_We_n  <= 1;
        DQ    <= {DATA_WIDTH{1'bx}};
        DQ_Drive <= 0;
    end
endtask
task load_mode_reg;
    input [13 : 0] op_code;
    begin
        o_Cke   <= 1;
        o_Cs_n  <= 0;
        o_Ras_n <= 0;
        o_Cas_n <= 0;
        o_We_n  <= 0;
        o_Ba    <= op_code [13 : 12];
        o_Addr  <= op_code [11 :  0];
        DQ    <= {DATA_WIDTH{1'bx}};
        DQ_Drive <= 0;
    end
endtask
task nop;
    begin
        o_Cke   <= 1;
        o_Cs_n  <= 0;
        o_Ras_n <= 1;
        o_Cas_n <= 1;
        o_We_n  <= 1;
        DQ    <= {DATA_WIDTH{1'bx}};
        DQ_Drive <= 0;
    end
endtask
task precharge_all_bank;
    begin
        o_Cke   <= 1;
        o_Cs_n  <= 0;
        o_Ras_n <= 0;
        o_Cas_n <= 1;
        o_We_n  <= 0;
        o_Ba    <= 0;
        o_Addr  <= 1024;             
        DQ    <= {DATA_WIDTH{1'bx}};
        DQ_Drive <= 0;
    end
endtask
task read;
    input  [1 : 0] bank;
    input [11 : 0] column;
    begin
        o_Cke   <= 1;
        o_Cs_n  <= 0;
        o_Ras_n <= 1;
        o_Cas_n <= 0;
        o_We_n  <= 1;
        o_Ba    <= bank;
        o_Addr  <= column;
        DQ    <= {DATA_WIDTH{1'bx}};
        DQ_Drive <= 0;
    end
endtask
task write;
    input  [1 : 0] bank;
    input [11 : 0] column;
    input [15 : 0] dq_in;
    begin
        o_Cke   <= 1;
        o_Cs_n  <= 0;
        o_Ras_n <= 1;
        o_Cas_n <= 0;
        o_We_n  <= 0;
        o_Ba    <= bank;
        o_Addr  <= column;
        DQ    <= dq_in;
        DQ_Drive <= 1;
    end
endtask
task write_data;
    input [15 : 0] dq_in;
    begin
        o_Cke   <= 1;
        o_Cs_n  <= 0;
        o_Ras_n <= 1;
        o_Cas_n <= 1;
        o_We_n  <= 1;
        DQ    <= dq_in;
        DQ_Drive <= 1;
    end
endtask
localparam tRP = 3;
localparam tRC = 10;
localparam tRSC = 2;
localparam tRCD = 3;
	localparam tCL = 3;
localparam tREF = 11'd700;  
reg [14:0] Wait_Counter;
reg [10:0] Refresh_Counter;
reg NeedRefresh;
reg [3:0] Gen_Count;
reg [3:0] State;
reg [3:0] NextState;
localparam STATE_RESET = 4'd0;
localparam STATE_INIT1 = 4'd1;
localparam STATE_INIT2 = 4'd2;
localparam STATE_INIT3 = 4'd3;
localparam STATE_READY = 4'd4;
localparam STATE_READ1 = 4'd5;
localparam STATE_READ2 = 4'd6;
localparam STATE_READ3 = 4'd7;
localparam STATE_WRITE1 = 4'd8;
localparam STATE_WRITE2 = 4'd9;
localparam STATE_WRITE3 = 4'd10;
localparam STATE_WAIT = 4'd15;
task wait_next_state;
	input [3:0] next_state;
	input [14:0] wait_time;
	begin
		State <= STATE_WAIT;
		NextState <= next_state;
		Wait_Counter <= wait_time-15'd1;
	end
endtask
always @(posedge i_Clk, posedge i_Reset)
begin
	if (i_Reset)
	begin
		o_Data <= 0;
		o_Data_Valid <= 0;
		o_Last <= 0;
		o_Data_Read <= 0;
		State <= STATE_RESET;
		Gen_Count <= 9;
		o_Dqm <= 2'b11;
		Wait_Counter <= 0;
		ColAddr <= 0;
		NeedRefresh <= 0;
		Refresh_Counter <= 0;
		nop();
	end
	else
	begin
		if (Refresh_Counter != 0)
			Refresh_Counter <= Refresh_Counter-11'd1;
		if (Refresh_Counter == 0)
			NeedRefresh <= 1;
		case (State)
			STATE_RESET:
			begin
				nop();
				o_Dqm <= 2'b11;
				wait_next_state(STATE_INIT1, 15'b111_1111_1111_1111);
			end
			STATE_INIT1:
			begin
				o_Dqm <= 2'b11;
				precharge_all_bank();
				wait_next_state(STATE_INIT2, tRP);
			end
			STATE_INIT2:
			begin
				o_Dqm <= 2'b11;
				Gen_Count <= Gen_Count-4'd1;
				if (Gen_Count == 0)
				begin
					State <= STATE_INIT3;
					nop();
				end
				else
				begin
					wait_next_state(STATE_INIT2, tRC);
					auto_refresh();
				end
			end
			STATE_INIT3:
			begin
				o_Dqm <= 2'b11;
				load_mode_reg(14'b0000_0_00_011_0_011);
				wait_next_state(STATE_READY, tRSC);
			end
			STATE_READY:
			begin
				o_Data_Valid <= 0;
				ColAddr <= i_Addr[COL_ADDR_WIDTH-1:0];
				BankAddr <= i_Addr[BANK_ADDR_WIDTH+COL_ADDR_WIDTH-1:COL_ADDR_WIDTH];
				o_Dqm <= 2'b00;
				if (NeedRefresh)
				begin
					Refresh_Counter <= tREF;
					NeedRefresh <= 0;
					auto_refresh();
					wait_next_state(STATE_READY, tRC);
				end
				else if (i_Req_Valid)
				begin
					active(i_Addr[BANK_ADDR_WIDTH+COL_ADDR_WIDTH-1:COL_ADDR_WIDTH],i_Addr[ROW_ADDR_WIDTH+BANK_ADDR_WIDTH+COL_ADDR_WIDTH-1:BANK_ADDR_WIDTH+COL_ADDR_WIDTH]);
					if (i_Read_Write_n)
					begin
						wait_next_state(STATE_READ1, tRCD);
					end
					else
					begin
						wait_next_state(STATE_WRITE1, tRCD);
					end
				end
				else
				begin
					nop();
				end
			end
			STATE_READ1:
			begin
				read(BankAddr,ColAddr|1024);
				Gen_Count <= 3;
				wait_next_state(STATE_READ2, tCL);
			end
			STATE_READ2:
			begin
				nop();
				o_Data[15:0] <= b_Dq;
				o_Data_Valid <= 0;
				State <= STATE_READ3;
			end
			STATE_READ3:
			begin
				nop();
				o_Data[31:16] <= b_Dq;
				o_Data_Valid <= 1;
				Gen_Count <= Gen_Count-4'd1;
				if (Gen_Count == 0)
				begin
					o_Last <= 1;
					wait_next_state(STATE_READY, 1);	 
				end
				else
				begin
					State <= STATE_READ2;
					o_Last <= 0;
				end
			end
			STATE_WRITE1:
			begin
				write(BankAddr,ColAddr|1024, i_Data[15:0]);
				Gen_Count <= 3;
				State <= STATE_WRITE2;
				o_Data_Read <= 1;
			end
			STATE_WRITE2:
			begin
				o_Data_Read <= 0;
				o_Last <= 0;
				write_data(i_Data[31:16]);
				Gen_Count <= Gen_Count-4'd1;
				if (Gen_Count == 0)
				begin
					wait_next_state(STATE_READY, tCL);
				end
				else
				begin
					State <= STATE_WRITE3;
				end
			end
			STATE_WRITE3:
			begin
				write_data(i_Data[15:0]);
				State <= STATE_WRITE2;
				o_Data_Read <= 1;
				if (Gen_Count == 0)
					o_Last <= 1;
			end
			STATE_WAIT:
			begin
				nop();
				o_Last <= 0;
				o_Data_Valid <= 0;
				Wait_Counter <= Wait_Counter-15'd1;
				if (Wait_Counter == 0)
					State <= NextState;
			end
		endcase
	end
end
endmodule
```
**flow/run.sh**
```bash
#!/bin/bash
# OpenROAD 26Q1-2900-gdf79404cd8, Yosys 0.63+post, stock flow scripts
make -C /OpenROAD-flow-scripts/flow DESIGN_CONFIG=/design/flow/config.mk WORK_HOME=/design/flow/orfs finish
```
==> report_table.html <==
<h2>Synthesis and place &amp; route</h2>
<table>
<tr><th>Metric</th><th>Value</th></tr>
<tr><th colspan="2">Run status</th></tr>
<tr><td>Status</td><td>stopped before the end</td></tr>
<tr><td>Failing step</td><td>clock tree synthesis</td></tr>
<tr><td>Log Error</td><td>[error] [KeplerFormal.cpp:679] Workflow failed: Iso has multiple drivers: .b_Dq0, b_Dq[0]$_DFFE_PP0P_.Q0</td></tr>
<tr><th colspan="2">Floorplan</th></tr>
<tr><td>Core utilization before placement</td><td>51.9%</td></tr>
<tr><td>Width of the die</td><td>112 um</td></tr>
<tr><td>Die Y-Extent</td><td>112 um</td></tr>
<tr><td>Top-level port count</td><td>131</td></tr>
<tr><td>Placement Rows</td><td>39</td></tr>
<tr><th colspan="2">Synthesis</th></tr>
<tr><td>Cell type contributing the most total cell area after synthesis</td><td>dfrtp_1</td></tr>
<tr><td>Top-count cell post-synth</td><td>dfrtp_1</td></tr>
<tr><td>Syn Area/Cell</td><td>10.4 sq um</td></tr>
<tr><td>Share of flip-flops with an asynchronous set or reset after synthesis</td><td>83.1%</td></tr>
<tr><td>Post-synthesis instance area</td><td>6000 sq um</td></tr>
<tr><td>Area share of the largest cell type after synthesis</td><td>38.4%</td></tr>
<tr><td>Most used flip-flop cell after synthesis</td><td>dfrtp_1</td></tr>
<tr><td>Number of flip-flops and latches in the synthesized netlist</td><td>118</td></tr>
<tr><td>Leading cell types by count after synthesis</td><td>dfrtp_1, nor2_1, a21oi_1</td></tr>
<tr><td>Total number of yosys warnings</td><td>2</td></tr>
<tr><td>Main area contributors after synthesis</td><td>dfrtp_1, edfxtp_1, mux2_2, a21oi_1, nor2_1</td></tr>
<tr><td>Number of distinct library cells after synthesis</td><td>63</td></tr>
<tr><td>Yosys synthesis chip area</td><td>6000 sq um</td></tr>
<tr><td>Post-synth tally of flip-flops with integrated enable</td><td>20</td></tr>
<tr><td>Part of the Yosys area used for sequential elements</td><td>51.0%</td></tr>
<tr><td>Number of cells in Yosys stat</td><td>575</td></tr>
<tr><td>Gate count after technology mapping</td><td>575</td></tr>
<tr><th colspan="2">CTS</th></tr>
<tr><td>Post-CTS setup buffers</td><td>0</td></tr>
<tr><td>Hold buffers post-CTS</td><td>0</td></tr>
<tr><td>Post-CTS resize count</td><td>0</td></tr>
<tr><th colspan="2">Place</th></tr>
<tr><td>Count of input and output buffers</td><td>112</td></tr>
<tr><td>DPL Wire Length</td><td>9570 um</td></tr>
<tr><td>Weighted congestion reported at the end of routability-driven placement</td><td>0.903</td></tr>
</table>
## kinds of logic after synthesis
family | after synthesis | synth area share, %
buffers and inverters | 60 | 4.75
muxes | 60 | 10.9
adders and majority gates | 4 | 0.834
AOI/OAI and AO/OA | 163 | 17.8
and+or+nand+nor | 161 | 13.6
DFF | 118 | 51.0
xor gates and xnor gates | 7 | 1.02
other | 2 | 0.125
## per-stage QoR
step	area [sq um]	setup WS, ns	cells
floorplan	6000	1.40	575
global placement	7180	1.22	799
detailed placement	7180	1.22	799
