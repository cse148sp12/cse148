==> flow/design.v <==
module regfile	#(	parameter DATA_WIDTH = 32,
					parameter REG_ADDR_WIDTH = 5
			)
			(	 
				input i_Clk,
				input [REG_ADDR_WIDTH-1:0] i_RS_Addr,
				input [REG_ADDR_WIDTH-1:0] i_RT_Addr,
				input i_Write_Enable,
				input [REG_ADDR_WIDTH-1:0] i_Write_Addr,
				input [DATA_WIDTH-1:0] i_Write_Data,
				output [DATA_WIDTH-1:0] o_RS_Data,
				output [DATA_WIDTH-1:0] o_RT_Data
			);
	reg [DATA_WIDTH-1:0] Register[0:(2**REG_ADDR_WIDTH)-1];
	assign o_RS_Data = (i_RS_Addr == 0) ? 0 : Register[i_RS_Addr];
	assign o_RT_Data = (i_RT_Addr == 0) ? 0 : Register[i_RT_Addr];
	always @(posedge i_Clk)
	begin
		if( i_Write_Enable && (i_Write_Addr != 0) )
		begin
			Register[i_Write_Addr] <= i_Write_Data;
		end
	end
	initial
	begin
		Register[0] <= 0;
	end
endmodule
==> flow/run.sh <==
#!/bin/bash
# OpenROAD 26Q1-2900-gdf79404cd8, Yosys 0.63+post, stock flow scripts
make -C /OpenROAD-flow-scripts/flow DESIGN_CONFIG=/design/flow/config.mk WORK_HOME=/design/flow/orfs finish
==> flow/config.mk <==
export PLATFORM = sky130hd
export DESIGN_NAME = regfile
export DESIGN_NICKNAME = regfile
export VERILOG_FILES = /design/flow/design.v
export SDC_FILE = /design/flow/constraint.sdc
export NUM_CORES = 4
export LEC_CHECK = 1
export CORE_UTILIZATION = 50
==> flow/constraint.sdc <==
current_design regfile

set clk_period 7.4
set clk_io_pct 0.2

create_clock -name clk0 -period $clk_period [get_ports {i_Clk}]

set non_clock_inputs [all_inputs -no_clocks]
set_input_delay [expr $clk_period * $clk_io_pct] -clock clk0 $non_clock_inputs
set_output_delay [expr $clk_period * $clk_io_pct] -clock clk0 [all_outputs]
==> job_summary.md <==
### Flow metrics

| Metric | Value |
|---|---|
| Clock Path Buffers | 3 |
| Tot Pwr | ~13 mW |
| Die X | 312 um |
| Top cell type by total area after synthesis | edfxtp_1 |
| Chip Area, Yosys | 47900 um^2 |
| Pwr/cell area | between 200 and 250 nW/um^2 |
| Initial antenna violation count | 4 |
| Yosys warning count | 1 |
| Post-CTS Setup Repair Bufs | 0 |
| Fin. Hold Viols | 0 |
| Met3 WL | between 30 and 40 mm |
| GRT overflow | 0 |
| Unique cell types | 39 |
| WP data arrival | 4760 ps |
| Worst rel slew slack | 0.218 |
| Top flop regs | Register x1024 |
| Leak Pwr | roughly 18 nW |
| Max IR drop VDD | roughly 0.22 mV |
| Tightest Pin Transition | 1170 ps |
| First-pass GRT wire length | approximately 220 mm |
| Fin crit period | 6240 ps |
| Log Warnings | 26 |
| Layout area overhead | 13.8% |
| Max layer used | met5 |
| Routed wl met2 | between 60 and 70 mm |
| Final Max Tran Viols | 0 |
| Fin crit share | 0.843 |
| Routed Antenna Nets | 0 |
| Hold crit path type | input pin to flip-flop |
| Commonest cells in the netlist | edfxtp_1, mux2i_1, mux4_2 |
| Yosys top cell by instances | edfxtp_1 |
| Mean post-synth cell area | roughly 19 um^2 |
| Hold buffer count at CTS | 0 |
| Clock Pin Slew Worst Setup and Hold Paths | 60 ps |
| Share of the synthesized area in the top cell type | 0.642 |
| Largest register FFs | between 1000 and 1500 |
| Synthesized area | roughly 48000 um^2 |
| Max Freq | 160 MHz |
| Starting DRT DRC Count | roughly 1900 |
| CTS Root Cell | clkbuf_16 |
| Start point of the critical path | i_RT_Addr[3] |
| CTS Buf Count | approximately 110 |
| Post-CTS sizing | 0 |
| Top cells, area | edfxtp_1, mux4_2, mux2i_1 |
| Final-report setup violation count | 0 |
| Pin count of the biggest net entering global routing | around 74 |
| DRC | 0 |
| # Cells Yosys | between 2000 and 3000 |
| I/O Buffers | roughly 110 |
| Count of library flops with an enable pin | slightly above 1000 |
| Met1 WL | 46.0 mm |
| Ys flop type | edfxtp_1 |
| Post-synth seq share | 0.642 |
| Layout cell share with drive strength beyond 1 | 0.269 |
| Outcome | complete, no violations |
| Max-cap check violation count | 0 |
| Fp util | 0.504 |
| Die Y-Extent | between 300 and 400 um |
| Worst-path fanout max | 23 |
| Via count | roughly 28000 |
| Site Rows | 113 |
| Die ar. | ~97000 um^2 |
| H-tree depth | 3 |
| HP Start | i_Write_Data[15] |
| Post-synthesis cell count | around 2600 |
| # IOs | about 110 |
| Gr usage total | 0.357 |
| Final setup TNS | 0 ps |
| Reg with most FFs | Register |
| Yosys reg bits | between 1000 and 1500 |
| Asr flop ratio synth | 0 |
| Core box area | 95000 um^2 |
| Drt via density | just under 7 |
| WS Path Type | input pin to primary output |
| First-pass DRT Iterations | 5 |
| RSZ-0062 raised after global routing | no |
| Number of clock sinks | around 1000 |
| Drt wl/cell | roughly 37 um |
| Worst EP required | between 5000 and 6000 ps |
| Crit end category | primary output |
| Final wirelength | between 150 and 200 mm |
| DP HPWL | just under 90 mm |
| Number of global-route vias before repair | between 30000 and 40000 |
| TritonCTS clock tree | yes |
| Crit path launch type | input pin |
| Final core occ | 0.574 |
| Routability congestion estimate | 0.896 |
## cell type report
type | instances | area, um^2
Fill cell | 6868 | 40500
Sequential cell | 1024 | 30700
Multi-Input combinational cell | 1354 | 16400
Clock buffer | 138 | 2940
Timing Repair Buffer | 247 | 2240
Tap cell | 1265 | 1580
Clock inverter | 67 | 587
Antenna cell | 4 | 10.0
Inverter | 2 | 8.76
## where the power goes
group / total [mW] / internal (mW) / leakage, nW / switching (mW)
logic: 1.17 / 0.497 / 6.81 / 0.677
clock network: 5.38 / 3.15 / 1.73 / 2.23
registers: 6.51 / 6.47 / 9.25 / 0.0349
total: 13.1 / 10.1 / 17.8 / 2.94
## critical path, stage by stage
cell	delay, ps
buf_4	340
buf_4	580
buf_4	540
nand4_1	160
a211oi_1	1000
clkdlybuf4s50_1	640
## metrics by stage
step	setup slack [ps]	instance area [um^2]	hold WS (ps)	std cells
6_report	1160	54500	1600	4101
2_1_floorplan	3030	48000	1580	2595
4_1_cts	1200	54500	1580	4097
3_3_place_gp	1230	51000	2300	3892
3_5_place_dp	1200	51000	2310	3892
5_1_grt	1070	54500	1630	4097
## final timing paths
| path | end | slack, ps | cells past startpoint |
|---|---|---|---|
| max | o_RT_Data[14] | 1160 | 6 |
| min | Register[31][15] | 1600 | 2 |
## cell usage in the layout, fill, tap and decap left out, types with 3 or more instances in the layout
master           instances
a22oi_1                 64
clkbuf_1                24
mux2_2                  64
bufinv_16               10
nand2_1                 85
clkinv_2                25
o21ai_1                  4
conb_1                  32
buf_2                    3
a211oi_2                11
diode_2                  4
mux4_2                 316
clkinvlp_4               4
a211oi_1                53
or3b_2                   4
o2111ai_1               10
nor2b_1                 32
clkinv_1                25
nor2_4                  33
clkdlybuf4s50_1        102
a21oi_1                 32
o21ai_0                 50
clkbuf_16              114
a221oi_1                38
buf_4                  128
mux2i_1                320
a311oi_1                32
buf_12                   8
edfxtp_1              1024
nor2b_4                  5
mux4_1                  36
nand3b_1                 6
buf_8                    4
o221ai_1                64
a221oi_2                16
nand4_1                 32
## layer usage
metal	global-route usage	vias to the layer above
li1	-	11397
met1	0.433	14042
met3	0.299	359
met5	0.0504	-
met2	0.495	2337
met4	0.0977	20
## cell families (layout without fill, tap and decap cells)
family,count (synthesis),after routing,share of synthesized area
AND/OR/NAND/NOR,212,212,0.0218
other,1,36,0.0000783
flip-flops,1024,1024,0.642
buffers and inverters,217,454,0.0244
multiplexers,736,736,0.250
AND-OR/OR-AND,374,374,0.0615
Power and IR drop assume default switching activity.
